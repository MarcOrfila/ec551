## flow/run.sh

```bash
#!/bin/bash
# OpenROAD 26Q1-2900-gdf79404cd8, Yosys 0.63+post, stock flow scripts
make -C /OpenROAD-flow-scripts/flow DESIGN_CONFIG=/design/flow/config.mk WORK_HOME=/design/flow/orfs finish
```

## flow/constraint.sdc

```tcl
current_design shift_add

set clk_period 3.2
set clk_io_pct 0.2

create_clock -name clk0 -period $clk_period

set non_clock_inputs [all_inputs -no_clocks]
set_input_delay [expr $clk_period * $clk_io_pct] -clock clk0 $non_clock_inputs
set_output_delay [expr $clk_period * $clk_io_pct] -clock clk0 [all_outputs]
```

## flow/design.v

```verilog
`timescale 1ns / 1ps
module shift_add(old, new_pix, Y);
	input [15:0] old, new_pix;
	output [15:0] Y;
	assign Y = (new_pix >> 15) + (old >> 1);
endmodule
```

## flow/config.mk

```make
export PLATFORM = sky130hd
export DESIGN_NAME = shift_add
export DESIGN_NICKNAME = shift_add
export VERILOG_FILES = /design/flow/design.v
export SDC_FILE = /design/flow/constraint.sdc
export NUM_CORES = 4
export LEC_CHECK = 1
export CORE_AREA = 10 10 70 70
export DIE_AREA = 0 0 80 80
```

==> results.json <==
{
  "finalClockPeriodUsage_pct": 97.3,
  "layout_top_cells": "28 x clkdlybuf4s50_1, 10 x xnor2_1, 5 x nand4_1, 5 x nand3_1, 4 x dlymetal6s2s_1",
  "mux_contribution_to_synthesized_area_pct": 0,
  "route.final.wire_length_mm": 1.47,
  "end_kind": "output port",
  "vias_in_the_first_global_route": 440,
  "globalRoute.totalOverflow": 0,
  "worst-endpoint-arrival_ns": 2.47,
  "post-synth-top-area-cell": "xnor2_1",
  "n_sequential_cell": 0,
  "io_buffer_count": 32,
  "area.growth.synth_to_final_pct": 139,
  "post-route-drc-count": 0,
  "cts-hold-fix-buffers": 0,
  "timing.hold.worst.class": "in -> out",
  "maxSlewHeadroom_pct": 86.1,
  "syn-mean-instance-area_um2": 8.03,
  "synth.cellmix.simpleShare_pct": 50.4,
  "maxCapViolCount": 0,
  "fa_ha_area_share_pct": 12.3,
  "worstSetupPathType": "in -> out",
  "outcome": "finished, final reports clean",
  "detailedPlace.worstSlack_ns": 0.00998,
  "post_synth_num_cell_types": 14,
  "fp.dieW_um": 80,
  "clock_buffers": 0,
  "place.detailed.hpwl_mm": 1.32,
  "report.final.hold_viol_count": 0,
  "ir_drop_mv": 0.0164,
  "chipArea_um2": 6400,
  "critPathRequiredTime_ns": 2.56,
  "layout-drive-gt1-share_pct": 16.4,
  "yosys.stat.chipArea_um2": 305,
  "design.portCount": 48,
  "die_h_um": 80,
  "grt_first_pass_wirelength_mm": 2.31,
  "critical_path.cell_chain": "clkdlybuf4s50_1 > ha_2 > ha_4 > and4_4 > nand3_1 > xnor2_1 > clkdlybuf4s50_1",
  "slowest_delay_ns": 0.49,
  "groute.usage.overall_pct": 4.43,
  "placement_rows": 21,
  "layout_top_cell_excl_fill_tap": "clkdlybuf4s50_1",
  "detail_route.wl_per_cell_um": 12.3,
  "n_antenna_cell": 0,
  "critical_path_peak_fanout": 5,
  "largest_net_degree_at_the_start_of_global_routing": 6,
  "logic_family": "simple AND/OR/NAND/NOR gates",
  "max_clock_freq_mhz": 321,
  "synthAoiAreaFrac_pct": 0,
  "gpl.final_weighted_congestion": 0.740,
  "crit_path_frequent_cell": "clkdlybuf4s50_1",
  "number_of_nets_still_failing_antenna_checks_after_routing": 0,
  "warning_count": 49,
  "synth_largest_type_area_fraction_pct": 28.7,
  "min_delay_path_depth": 3,
  "tightestPinTransition_ns": 0.208,
  "route.vias.total": 422,
  "finalSetupViolCount": 0,
  "avgViaCountPerCell": 3.55,
  "floorplan.core_area_um2": 3420,
  "pwr_density_cell_nw_per_um2": 96.7,
  "layout_min_cycle_time_ns": 3.11,
  "storage_cell_area_um2": 0,
  "syn-instance-count": 38,
  "timing.critical_path.from_type": "input pin",
  "final_design_area_no_fill_um2": 731,
  "fp-utilization_pct": 8.94,
  "initial_antenna_violation_count": 0,
  "critical-path-slowest-cell": "clkdlybuf4s50_1",
  "ys_sh_xor_pct": 37.3,
  "place_area_um2": 706,
  "first_pass_iters": 4,
  "postLayoutSetupSlackWorst_ns": 0.0856,
  "ys_warn_count": 0,
  "power.static_leakage_nw": 0.269,
  "dr.first_iter.drc_count": 11,
  "top_cells_by_area": "xnor2_1 29%, ha_1 12%, nand4_1 10%",
  "syn-cell-area_um2": 305,
  "final_max_slew_viol_count": 0,
  "yosysSeqAreaShare_pct": 0,
  "cell_total_in_the_yosys_stat_output": 38
}
-- cells by family (layout without fill, tap and decap cells) --
group                      count (synthesis)  in the layout
buffers and inverters                      0             35
adders and majority gates                  3              3
xor gates and xnor gates                  13             13
and+or+nand+nor                           22             22
-- final timing paths --
kind,startpoint,to,slack (ns)
worst max-delay path,new_pix[15],Y[12],0.09
worst min-delay path,old[15],Y[14],1.97
-- timing repair --
action,CTS,global route
setup buffers,0,0
endpoints found under the hold margin,0,0
endpoints found under the setup margin,0,5
gates resized,0,7
-- area by class of cell --
cell class,count,area (um2)
timing repair buffer,35,353
fill,383,2690
multi-input combinational,38,320
tap,46,57.6
-- cell usage after synthesis --
cell type	instances
nand4_1	5
nor3_2	1
and3_2	1
and4_4	2
nand2_1	2
nand2_2	1
nand3_1	5
nor4_2	1
xnor2_1	10
nand3_2	1
ha_1	3
xor2_1	3
nor2_1	1
and4_1	2
-- worst max-delay path, delay by kind of cell --
family                     cells  cell delay, ns
buffers and inverters          2            0.97
and+or+nand+nor                2            0.37
adders and majority gates      2            0.34
xor gates and xnor gates       1            0.15
-- stage by stage --
| stage | TNS, ns | hold WS, ns | instances | utilization (%) | total power, mW |
|---|---|---|---|---|---|
| finish | 0 | 1.97 | 119 | 21.4 | 0.0706 |
| floorplan | 0 | 1.31 | 38 | - | 0.0122 |
| global route | -0.0137 | 2.00 | 119 | 21.4 | 0.0779 |
| detailed placement | 0 | 2.26 | 119 | 20.7 | 0.0711 |
| global placement | 0 | 2.26 | 119 | 20.7 | 0.0709 |
| CTS | 0 | 2.27 | 119 | 20.7 | 0.0716 |
-- power by group --
part / total [mW] / internal, mW / switching, mW / leakage [nW]
registers: 0 / 0 / 0 / 0
logic: 0.0706 / 0.0484 / 0.0223 / 0.269
clock network: 0 / 0 / 0 / 0
total: 0.0706 / 0.0484 / 0.0223 / 0.269
-- routing by layer --
metal	track usage [%]	wire length (um)	vias up
met1	5.08	569	190
met3	2.16	209	0
met4	0	0	0
met5	0	0	-
met2	7.70	690	18
li1	-	-	214
Power figures rest on the tool's default switching activity, not on a simulated workload.
