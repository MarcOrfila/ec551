**flow/design.v**
```verilog
`timescale 1ns / 1ps
module box_drawing(
	input [30:0] hCounter_in,
	input [30:0] vCounter_in,
	output blank
    );
	parameter BOX_TL_X = 100;
	parameter BOX_TL_Y = 100;
	parameter BOX_SIDE = 80;
	parameter BOX_Y_SIZE = BOX_SIDE*5 + 20;
	wire [1:0] h_line;
	wire [5:0] v_line;
	assign h_line[0] = 	(hCounter_in >= BOX_TL_X - 5 & hCounter_in < BOX_TL_X + BOX_Y_SIZE + 5) & 
								(vCounter_in >= BOX_TL_Y - 5 & vCounter_in < BOX_TL_Y);
	assign h_line[1] =	(hCounter_in >= BOX_TL_X - 5 & hCounter_in < BOX_TL_X + BOX_Y_SIZE + 5) & 
								(vCounter_in >= BOX_TL_Y + BOX_SIDE & vCounter_in < BOX_TL_Y + BOX_SIDE + 5);
	assign v_line[0] =	(hCounter_in >= BOX_TL_X - 5 & hCounter_in < BOX_TL_X) &
								(vCounter_in >= BOX_TL_Y & vCounter_in < BOX_TL_Y + BOX_SIDE);
	assign v_line[1] =	(hCounter_in >= BOX_TL_X + 80 & hCounter_in < BOX_TL_X + 85) &
								(vCounter_in >= BOX_TL_Y & vCounter_in < BOX_TL_Y + BOX_SIDE);
	assign v_line[2] =	(hCounter_in >= BOX_TL_X + 165 & hCounter_in < BOX_TL_X + 170) &
								(vCounter_in >= BOX_TL_Y & vCounter_in < BOX_TL_Y + BOX_SIDE);
	assign v_line[3] =	(hCounter_in >= BOX_TL_X + 250 & hCounter_in < BOX_TL_X + 255) &
								(vCounter_in >= BOX_TL_Y & vCounter_in < BOX_TL_Y + BOX_SIDE);
	assign v_line[4] =	(hCounter_in >= BOX_TL_X + 335 & hCounter_in < BOX_TL_X + 340) &
								(vCounter_in >= BOX_TL_Y & vCounter_in < BOX_TL_Y + BOX_SIDE);
	assign v_line[5] =	(hCounter_in >= BOX_TL_X + 420 & hCounter_in < BOX_TL_X + 425) &
								(vCounter_in >= BOX_TL_Y & vCounter_in < BOX_TL_Y + BOX_SIDE);
	assign blank = (|h_line) | (|v_line);
endmodule
```
**flow/run.sh**
```bash
#!/bin/bash
# OpenROAD 26Q1-2900-gdf79404cd8, Yosys 0.63+post, stock flow scripts
make -C /OpenROAD-flow-scripts/flow DESIGN_CONFIG=/design/flow/config.mk WORK_HOME=/design/flow/orfs finish
```
**flow/config.mk**
```make
export PLATFORM = sky130hd
export DESIGN_NAME = box_drawing
export DESIGN_NICKNAME = box_drawing
export VERILOG_FILES = /design/flow/design.v
export SDC_FILE = /design/flow/constraint.sdc
export NUM_CORES = 4
export LEC_CHECK = 1
export CORE_AREA = 10 10 75 75
export DIE_AREA = 0 0 85 85
```
**flow/constraint.sdc**
```tcl
current_design box_drawing

set clk_period 3.2
set clk_io_pct 0.2

create_clock -name clk0 -period $clk_period

set non_clock_inputs [all_inputs -no_clocks]
set_input_delay [expr $clk_period * $clk_io_pct] -clock clk0 $non_clock_inputs
set_output_delay [expr $clk_period * $clk_io_pct] -clock clk0 [all_outputs]
```
==> ds_physical_params.txt <==
Table: implementation figures

Parameter                              Value

Floorplan
  Top-Level Pins    roughly 63
  Die Span Y    between 80 and 90 µm
  Die W    approximately 85 µm
  FP Core Util    0.111
  Core Region    around 4100 µm²
  Total Die Area    7230 µm²
  Num rows    23

Critical path
  Delay of the slowest cell on the worst path    between 400 and 500 ps
  Endpoint of the worst setup timing path    blank
  Setup crit start    hCounter_in[6]
  Element type at the critical path end    primary output
  Cells traversed along the worst timing path    clkdlybuf4s50_1, nor3_2, and4b_1, o311ai_1, a41o_1, a2111oi_4, buf_2
  Worst EP arrival    2470 ps
  Worst setup path category    in2out
  Critical-path maximum fanout    4
  CP Data Required Time    between 2000 and 3000 ps
  Worst Setup Start Kind    primary input
  Master of the slowest instance on the critical path    sky130_fd_sc_hd__clkdlybuf4s50_1

Finish
  Sequential cell count    0
  Sequential cell area    0 µm²
  Area growth syn-to-layout    200%
  Number of clock-tree buffers in the layout    0
  Post-route non-filler standard cell count    ~190
  Proportion of layout cells with a drive suffix above 1    0.224

Placement
  Weighted congestion reported at the end of routability-driven placement    ~0.95
  Post-DP HPWL    2310 µm
  Cell count after placement    just under 200
  Number of buffers added on ports    ~63

Synth
  Cell area after technology mapping    around 450 µm²
  Yosys synthesis warning count    0
  Synth unique cells    32
  YS chip area    452 µm²
  Average footprint of a synthesized cell    7.06 µm²
  Count of mapped cells out of synthesis    approximately 64
  Number of cells in the yosys synthesis report    between 60 and 70
  Portion of the post-synthesis area used by sequential elements    0

Global route
  Antenna violations before repair    0
  Total congestion overflow    0
  Global router's overall resource usage    0.0624
  Global-route wire length before repair    a little under 4000 µm
  Pin count of the biggest net entering global routing    9
  Via count of the first global-routing pass    slightly below 900

Power and ir drop
  Leakage power    slightly above 0.5 nW
  P per Cell Area    slightly below 100 nW/µm²
  Maximum VDD drop    just over 0.00004 V

STA
  Period minus WS final    between 3000 and 4000 ps
  Highest achievable clock rate    322 MHz
  Sum of negative setup slack    0 ps
  Transition time at the pin with the least slew margin    approximately 390 ps
  Final tally of max-slew violations    0
  Headroom to the max-slew limit    0.743
  Number of failing setup endpoints in the final timing report    0
  Final tally of hold violations    0
  Period Utilization, post-route    0.971

Routing
  Antenna Cells    0
  Via count    between 800 and 900
  Violation count after the first detailed-route iteration    between 50 and 60
  Vias per Instance    roughly 4.6
  Final routed wire length divided by cell count    between 10 and 15 µm
  Antenna Violating Nets Remaining    0
  Number of iterations in the first detailed-routing pass    6
  Final routed DRC violation total    0
  Sum of routed wire length over all layers    around 2600 µm

CTS
  Count of buffers added by post-CTS timing repair for setup    0

Outcome
  Result of the run    finished clean

Run
  Number of OpenROAD warnings    32
  Max cap viols    0

Hold path
  Worst hold path type    in2out
stage by stage:
stage / hold slack [ps] / cell area (µm²) / total power (W) / worst slack [ps] / utilization
floorplan: 1400 / 452 / 0.0000202 / 687 / -
global placement: 2310 / 1260 / 0.000123 / -373 / 0.312
detailed placement: 2330 / 1260 / 0.000124 / -377 / 0.312
CTS: 2020 / 1270 / 0.000126 / 13.4 / 0.314
global route: 1990 / 1360 / 0.000141 / -5.46 / 0.334
finish: 1940 / 1360 / 0.000132 / 92.9 / 0.334
per-layer routing:
| metal | up-vias | part of all wire | global-route usage |
|---|---|---|---|
| met5 | - | 0 | 0 |
| met2 | 56 | 0.43 | 0.0920 |
| met4 | 0 | 0 | 0 |
| met3 | 0 | 0.15 | 0.0424 |
| met1 | 389 | 0.41 | 0.0780 |
| li1 | 445 | - | - |
cell usage after synthesis, drive strengths merged:
| library cell | instances | share of area |
|---|---|---|
| or4 | 1 | 0.025 |
| nor4b | 2 | 0.039 |
| a311oi | 1 | 0.019 |
| a31oi | 1 | 0.014 |
| o31ai | 1 | 0.017 |
| a21oi | 1 | 0.011 |
| o41ai | 1 | 0.019 |
| inv | 2 | 0.017 |
| buf | 1 | 0.017 |
| nor3 | 8 | 0.089 |
| or2 | 1 | 0.014 |
| and4b | 2 | 0.044 |
| o2111ai | 2 | 0.039 |
| a2111oi | 2 | 0.094 |
| o211a | 1 | 0.022 |
| nor3b | 2 | 0.033 |
| and3 | 1 | 0.017 |
| nand4b | 2 | 0.039 |
| nor4 | 10 | 0.15 |
| nor2 | 3 | 0.030 |
| nand3 | 2 | 0.022 |
| nand4 | 3 | 0.042 |
| a41o | 1 | 0.022 |
| o311a | 1 | 0.025 |
| a2bb2oi | 1 | 0.019 |
| o21ai | 3 | 0.033 |
| o211ai | 1 | 0.017 |
| o311ai | 1 | 0.019 |
| nand2 | 6 | 0.050 |
report_power, final:
group	internal, W	switching (W)
sequential	0	0
clock	0	0
combinational	0.0000902	0.0000415
placed cells by master, fill, tap and decap left out, types with 3 or more instances in the layout:
master	n
sky130_fd_sc_hd__nor3_2	3
sky130_fd_sc_hd__nand2_1	6
sky130_fd_sc_hd__dlymetal6s2s_1	7
sky130_fd_sc_hd__clkdlybuf4s50_1	55
sky130_fd_sc_hd__o21ai_0	3
sky130_fd_sc_hd__nor4_1	8
sky130_fd_sc_hd__nor3_1	5
sky130_fd_sc_hd__nand4_1	3
sky130_fd_sc_hd__buf_4	16
area by class of cell:
type               count  area, µm²
multi-input cells     61        510
well taps             50       62.6
repair buffers        80        774
inverters              2       7.51
fillers              389       2700
worst max-delay path, delay by kind of cell:
| kind | cells | cell delay, ps |
|---|---|---|
| AOI/OAI and AO/OA | 3 | 670 |
| buffers and inverters | 2 | 610 |
| and+or+nand+nor | 2 | 540 |
cells by family after synthesis:
logic type / share of synthesized area
AOI/OAI and AO/OA: 0.371
and+or+nand+nor: 0.596
buffers and inverters: 0.0333
worst min path at each step:
stage                      startpoint  slack (ps)  endpoint  cells past startpoint
after CTS             vCounter_in[27]        2020     blank                      5
final                 hCounter_in[12]        1940     blank                      7
after global routing  hCounter_in[12]        1990     blank                      7
timing repair:
| action | in CTS | in global routing |
|---|---|---|
| resized | 6 | 16 |
| pin swaps | 0 | 7 |
| endpoints found under the setup margin | 1 | 1 |
| hold buffers | 0 | 0 |
No activity file was given, so power comes from the tool's default toggle rates.
